**flow/constraint.sdc**
```tcl
current_design GTV

set clk_period 5.2
set clk_io_pct 0.2

create_clock -name clk0 -period $clk_period [get_ports {clk}]

set non_clock_inputs [all_inputs -no_clocks]
set_input_delay [expr $clk_period * $clk_io_pct] -clock clk0 $non_clock_inputs
set_output_delay [expr $clk_period * $clk_io_pct] -clock clk0 [all_outputs]
```
**flow/design.v**
```verilog
`timescale 1ns / 1ps
module GTV(
    input	clk, rst,
	output reg iguales,
	output [1:0] sel
	);
parameter [19:0] YY = 100000000;
reg [19:0] CuentaCada20ns;
always @ (posedge rst or posedge clk) begin
  if (rst) CuentaCada20ns <= 0;  
  else if (iguales) CuentaCada20ns <= 0;
   else CuentaCada20ns <= CuentaCada20ns +1;
end
always @ (CuentaCada20ns) begin
	if (CuentaCada20ns == YY) iguales = 'b1; 
	else iguales = 0;
end
assign sel = CuentaCada20ns[10:9];
endmodule
```
**flow/run.sh**
```bash
#!/bin/bash
# OpenROAD 26Q1-2900-gdf79404cd8, Yosys 0.63+post, stock flow scripts
make -C /OpenROAD-flow-scripts/flow DESIGN_CONFIG=/design/flow/config.mk WORK_HOME=/design/flow/orfs finish
```
**flow/config.mk**
```make
export PLATFORM = sky130hd
export DESIGN_NAME = GTV
export DESIGN_NICKNAME = GTV
export VERILOG_FILES = /design/flow/design.v
export SDC_FILE = /design/flow/constraint.sdc
export NUM_CORES = 4
export LEC_CHECK = 1
export CORE_AREA = 10 10 106 106
export DIE_AREA = 0 0 116 116
```
==> flow_metrics.env <==
# source this file to load flow results
export IMPL_cp_max_fo=10
export IMPL_reg_top3="CuentaCada20ns: 20 flops"
export IMPL_syn_inst=94
export IMPL_ys_area_um2=984.7
export IMPL_clk_pin_slew_ns=0.07
export IMPL_reg2reg_slack_ns=3.35
export IMPL_antenna_left=0
export IMPL_route_met2_wl_um=629
export IMPL_fp_dieW_um=116
export IMPL_synth_flop_count=20
export IMPL_worst_slew_pin_slew_ns=0.7783
export IMPL_fin_skew_ns=0.002385
export IMPL_grt_use_total_pct=2.783
export IMPL_synth_top_cells_by_count="20 x dfrtp_1, 14 x nor2_1, 14 x xnor2_1"
export IMPL_yosysTopAreaCellShare_pct=50.83
export IMPL_setup_violations=0
export IMPL_rows=34
export IMPL_clock_path_buffers=2
export IMPL_hold_viol=0
export IMPL_routed_wl_met3_um=74
export IMPL_area_growth_pct=19.95
export IMPL_die_height_um=116
export IMPL_io_pins=5
export IMPL_synthTopCellsByArea="dfrtp_1 51%, xnor2_1 12%, nor2_1 5.3%"
export IMPL_hold_class="flip-flop to flip-flop"
export IMPL_place_gp_congestion=0.7934
export IMPL_cp_required_ns=4.16
export IMPL_grt_pass1_wl_mm=3.105
export IMPL_highest_layer="met4"
export IMPL_dr_pass1_iters=4
export IMPL_layout_area_comb_um2=449.2
export IMPL_cp_arrival_ns=2.35
export IMPL_rr_worst_depth=5
export IMPL_gr_total_overflow=0
export IMPL_worstSetupPathType="flip-flop to output pin"
export IMPL_flop_area_um2=500.5
export IMPL_status="finished clean"
export IMPL_rsz0062_at_grt="no"
export IMPL_cp_start_kind="flip-flop"
export IMPL_met1Wirelength_mm=1.032
export IMPL_fmax_mhz=295.2
export IMPL_cts_setup_buffers=0
export IMPL_largest_reg_flops=20
export IMPL_period_needed_ns=3.388
export IMPL_warning_count=26
export IMPL_ctsResizeCount=0
export IMPL_hold_ws_ns=0.4783
export IMPL_dieArea_um2=13460
export IMPL_fill_cells=996
export IMPL_cts_buffers=3
export IMPL_power_density_nw_per_um2=216.4
export IMPL_largest_area_cell="dfrtp_1"
export IMPL_slew_violations=0
export IMPL_netlist_area_um2=984.7
export IMPL_drcViolationCount=0
export IMPL_top_register="CuentaCada20ns"
export IMPL_ys_async_sr_fraction_pct=100.0
export IMPL_grt_start_max_net_pins=21
export IMPL_yosys_warnings=1
export IMPL_cts_sinks=20
export IMPL_yosysMostFrequentCell="dfrtp_1"
export IMPL_tns_ns=0
export IMPL_fp_utilization_pct=11.13
export IMPL_vias=638
export IMPL_post_drt_wl_per_cell_um=8.451
export IMPL_numPortBuffers=4
export IMPL_dpl_hpwl_mm=1.289
export IMPL_rr_startpoint="CuentaCada20ns[0]"
export IMPL_synthFlopType="dfrtp_1"
export IMPL_vias_per_cell=3.097
export IMPL_slew_headroom_pct=48.06
export IMPL_cts_root_buf="clkbuf_8"
export IMPL_grt_pass1_vias=644
export IMPL_core_um2=8848
export IMPL_final_period_utilization_pct=65.16
export IMPL_edf_count=0
export IMPL_synth_distinct_cells=23
export IMPL_drive_gt1_share_pct=7.143
export IMPL_drtIter0Drc=50
export IMPL_p_leak_nw=0.4476
export IMPL_ys_seq_share_pct=50.83
export IMPL_cts_tree="built"
export IMPL_wl_mm=1.741
export IMPL_min_path_cells=1
export IMPL_ys_cells=94
export IMPL_htreeDepth=1
export IMPL_ir_worst_vdd_v=0.0001575
export IMPL_holdPathEnd="CuentaCada20ns[19]"
export IMPL_ctsHoldBuffers=0
export IMPL_synth_avg_cell_area_um2=10.48
export IMPL_total_power_mw=0.2557
export IMPL_antenna_found_initial=0
export IMPL_worstSkewPairLatency_ns=0.25
export IMPL_critical_path_endpoint_type="output pin"
export IMPL_r2r_end="CuentaCada20ns[18]"
export IMPL_drv_cap=0
export IMPL_n_antenna_cell=0
export IMPL_hp_start="CuentaCada20ns[19]"
-- metrics by stage --
step	std cells	setup WS [ns]	utilization, %	area (um2)
floorplan	94	2.968	-	984.7
global placement	203	2.078	12.88	1140
detailed placement	203	2.078	12.88	1140
CTS	206	1.759	13.35	1181
global route	206	1.612	13.35	1181
finish	206	1.812	13.35	1181
-- worst max-delay path by stage --
stage / slack (ns) / cells after the start / start / endpoint
after CTS: 1.76 / 6 / CuentaCada20ns[0] / iguales
after global routing: 1.61 / 6 / CuentaCada20ns[0] / iguales
final: 1.81 / 6 / CuentaCada20ns[0] / iguales
-- layout by cell type (no fill, tap or decap) --
cell	count
a21oi_1	1
ha_1	2
clkbuf_8	3
o31ai_1	1
nand4_2	1
and3_1	2
nand2_1	3
nand3_1	9
dfrtp_1	20
nor4b_1	2
clkdlybuf4s50_1	4
nand4_4	1
inv_1	4
xor2_1	3
and3_2	1
xnor2_1	14
nor4_1	5
nor2b_1	1
nand4_1	4
or2_0	1
nor2_1	14
or2_2	1
or4_1	1
-- report_power, final --
| group | total (mW) | leakage, nW | switching [mW] | internal, mW |
|---|---|---|---|---|
| combinational | 0.00376 | 0.156 | 0.00306 | 0.000694 |
| clock | 0.0963 | 0.0216 | 0.0449 | 0.0514 |
| sequential | 0.156 | 0.270 | 0 | 0.156 |
| total | 0.256 | 0.448 | 0.0480 | 0.208 |
-- worst max-delay path, stage by stage (launching register included) --
cell	delay [ns]
dfrtp_1	0.42
inv_1	0.08
ha_1	0.14
nor4b_1	0.23
nand3_1	0.12
nor2_1	0.51
clkdlybuf4s50_1	0.59
-- per-layer routing --
layer	vias up	GRT usage (%)
li1	332	-
met1	296	4.566
met2	8	3.565
met3	2	0.8896
met4	0	0.08340
met5	-	0
-- kinds of logic after synthesis --
logic type	Yosys count	share of synthesized area [%]
and+or+nand+nor	46	26.68
DFF	20	50.83
xor gates and xnor gates	17	15.12
buffers and inverters	7	3.556
AOI/OAI and AO/OA	2	1.270
adders and majority gates	2	2.541
-- final cells by class --
class | instances | area share [%]
clock buffer | 3 | 3.496
inverter | 4 | 1.271
sequential | 20 | 42.37
multi-input combinational | 67 | 38.03
tap | 108 | 11.44
timing repair buffer | 4 | 3.390
Power is estimated from default activity; no workload was simulated.
